File: flow/run.sh
#!/bin/bash
# OpenROAD 26Q1-2900-gdf79404cd8, Yosys 0.63+post, stock flow scripts
make -C /OpenROAD-flow-scripts/flow DESIGN_CONFIG=/design/flow/config.mk WORK_HOME=/design/flow/orfs finish
File: flow/config.mk
export PLATFORM = sky130hd
export DESIGN_NAME = ReversibleCarrySkipOperator_16bits
export DESIGN_NICKNAME = ReversibleCarrySkipOperator_16bits
export VERILOG_FILES = /design/flow/design.v
export SDC_FILE = /design/flow/constraint.sdc
export NUM_CORES = 4
export LEC_CHECK = 1
export CORE_AREA = 10 10 76 76
export DIE_AREA = 0 0 86 86
File: flow/constraint.sdc
current_design ReversibleCarrySkipOperator_16bits

set clk_period 9.2
set clk_io_pct 0.2

create_clock -name clk0 -period $clk_period

set non_clock_inputs [all_inputs -no_clocks]
set_input_delay [expr $clk_period * $clk_io_pct] -clock clk0 $non_clock_inputs
set_output_delay [expr $clk_period * $clk_io_pct] -clock clk0 [all_outputs]
File: flow/design.v
module P_FOp(X, Y, R, CBin, P, result, CBout);
    input X, Y, R, CBin;
    output P, result, CBout;
    wire W, G;
    assign W = X ^ R;
    assign G = W & Y;
    assign P = W ^ Y;
    assign result = X ^ Y ^CBin;
    assign CBout = G | (P & CBin); 
endmodule
module P_ripple_2(a, b, r, CBin, P, result, CBout);
    input [1:0]a, b; 
    input  CBin, r;
    output P, CBout;
    output [1:0] result;
    wire CBout0, P0, P1;
    P_FOp  
        FOp0( a[0] , b[0], r, CBin, P0, result[0], CBout0 ),
        FOp1( a[1] , b[1], r, CBout0, P1, result[1], CBout );
    assign P = P0 && P1;
endmodule
module P_ripple_3(a, b, r, CBin, P, result, CBout);
    input [2:0]a, b; 
    input  CBin, r;
    output P, CBout;
    output [2:0] result;
    wire CBout0, CBout1, P0, P1, P2 ; 
    P_FOp  
        FOp0( a[0] , b[0], r, CBin, P0, result[0], CBout0 ),
        FOp1( a[1] , b[1], r, CBout0, P1, result[1], CBout1 ),
        FOp2(a[2] , b[2], r, CBout1, P2, result[2], CBout );
    assign P = P0 && P1 && P2;
endmodule
module P_ripple_4(a, b, r, CBin, P, result, CBout);
    input [3:0]a, b; 
    input  CBin, r;
    output P, CBout;
    output [3:0] result;
    wire CBout0, CBout1, CBout2, P0, P1, P2, P3 ; 
    P_FOp  
        FOp0( a[0] , b[0], r, CBin, P0, result[0], CBout0 ), 
        FOp1( a[1] , b[1], r, CBout0, P1, result[1], CBout1 ),
        FOp2(a[2] , b[2], r, CBout1, P2, result[2], CBout2 ),
        FOp3(a[3] , b[3], r, CBout2, P3, result[3], CBout ); 
    assign P = P0 && P1 && P2 && P3;
endmodule
module ReversibleCarrySkipOperator_16bits(a, b, r, CBin, result, CBout);
    input [15:0] a, b;
    input CBin, r;
    output [15:0] result;
    output CBout;
    wire P10, CB1out, P42, CB4out, CB5in, P85, CB8out, CB9in, P129, CB12out, CB13in, P1513;
    P_ripple_2 r1 (a[1:0], b[1:0], r, CBin, P10, result[1:0], CB1out); 
    P_ripple_3 r2 (a[4:2], b[4:2], r, CB1out, P42, result[4:2], CB4out); 
    CarrySkip CarrySKip5 (P42, CB1out, CB4out, CB5in); 
    P_ripple_4 r3 (a[8:5], b[8:5], r, CB5in, P85, result[8:5], CB8out); 
    CarrySkip CarrySkip9 (P85, CB5in, CB8out, CB9in);
    P_ripple_4 r4 (a[12:9], b[12:9], r, CB9in, P129, result[12:9], CB12out); 
    CarrySkip CarrySkip13 (P129, CB9in, CB12out, CB13in);
    P_ripple_3 r5 (a[15:13], b[15:13], r, CB13in, P1513, result[15:13], CBout); 
endmodule
module CarrySkip( P, CBj, CBin, CBout);
    input P, CBj, CBin;
    output CBout;
    assign CBout = (CBj && P) | CBin;
endmodule
==> impl_metrics.sql <==
-- generated from flow reports
INSERT INTO impl_metrics (metric_group, metric, value, unit) VALUES
('worst_setup_path', 'worst_path_dominant_cell_family', 'buffers and inverters', ''),
('logic_synthesis', 'synth-simple-area-share', '0.0484', ''),
('sta', 'setup_viol', '0', ''),
('logic_synthesis', 'topCombFamilyByArea', 'XOR/XNOR gates', ''),
('logic_synthesis', 'synth_seq_share', '0', ''),
('logic_synthesis', 'ys_sh_aoi', '0.254', ''),
('outcome', 'outcome', 'complete, no violations', ''),
('logic_synthesis', 'synth.mux.area_fraction', '0', ''),
('sta', 'setup_tns', '0', 'ps'),
('logic_synthesis', 'synth.distinct_cells', '31', ''),
('logic_synthesis', 'average_footprint_of_a_synthesized_cell', '8.28', 'µm²'),
('worst_setup_path', 'arrival', '4690', 'ps'),
('logic_synthesis', 'synth_top_cell_by_area', 'sky130_fd_sc_hd__xnor2_1', ''),
('placement', 'buffer_ports.inserted', '51', ''),
('detailed_routing', 'routed-via-count', '951', ''),
('global_route', 'antenna_violations_before_repair', '0', ''),
('detailed_routing', 'via_per_inst', '4.42', ''),
('logic_synthesis', 'synth.cell_area', '0.00108', 'mm²'),
('worst_hold_path', 'hp-class', 'in -> out', ''),
('worst_setup_path', 'timing.critical_path.buf_inv', '3', ''),
('sta', 'final_period_minus_worst_setup_slack', '6530', 'ps'),
('cells_and_area', 'flop_area', '0', 'µm²'),
('detailed_routing', 'remaining_drc_errors', '0', ''),
('global_route', 'grt_pass1_vias', '987', ''),
('global_route', 'grt_use_total', '0.0653', ''),
('logic_synthesis', 'xor_area_frac', '0.388', ''),
('run', 'stage_log_warnings', '32', ''),
('placement', 'dpl.hpwl', '2330', 'µm'),
('worst_setup_path', 'worstPathRequired', '7360', 'ps'),
('floorplanning', 'chipArea', '0.00740', 'mm²'),
('placement', 'routability_driven_placement_congestion_ratio', '0.738', ''),
('sta', 'tightest_slew', '339', 'ps'),
('worst_setup_path', 'cpMaxStageDelayCell', 'sky130_fd_sc_hd__clkdlybuf4s50_1', ''),
('cells_and_area', 'share_of_final_layout_standard_cells_stronger_than_drive_strength_1', '0.0424', ''),
('detailed_routing', 'diodes', '0', ''),
('pwr', 'max-vdd-ir-drop', '0.0314', 'mV'),
('worst_setup_path', 'timing.critical_path.from_type', 'primary input', ''),
('run', 'drv.max_cap_violation_count', '0', ''),
('global_route', 'grt_overflow_total', '0', ''),
('detailed_routing', 'wire_per_inst', '12.0', 'µm'),
('worst_setup_path', 'worst-setup-path-type', 'in -> out', ''),
('logic_synthesis', 'ys_top_cells_by_area', 'sky130_fd_sc_hd__xnor2_1, sky130_fd_sc_hd__xor2_1, sky130_fd_sc_hd__ha_1, sky130_fd_sc_hd__buf_4, sky130_fd_sc_hd__a21oi_1', ''),
('logic_synthesis', 'top_cell_area_share', '0.202', ''),
('logic_synthesis', 'synth-area-yosys', '0.00108', 'mm²'),
('sta', 'rsz0062_at_grt', 'false', ''),
('pwr', 'fin_total_pwr', '0.134', 'mW'),
('global_route', 'grt_first_pass_wirelength', '4260', 'µm'),
('worst_setup_path', 'end_kind', 'primary output', ''),
('floorplanning', 'floorplan.die.width', '86', 'µm'),
('floorplanning', 'std_cell_rows', '23', ''),
('cells_and_area', 'area_delta_synth_final', '41.6', '%'),
('detailed_routing', 'detail-route-antenna-nets', '0', ''),
('floorplanning', 'floorplan.io_pins', '51', ''),
('pwr', 'total_leakage_power', '0.629', 'nW'),
('detailed_routing', 'final_wl', '2580', 'µm'),
('placement', 'dp_cells', '215', ''),
('worst_setup_path', 'critical-path-top-cell-by-count', 'sky130_fd_sc_hd__clkdlybuf4s50_1', ''),
('floorplanning', 'fp.dieH', '86', 'µm'),
('detailed_routing', 'dr.first_iter.drc_count', '25', ''),
('cells_and_area', 'layout.cells.non_filler', '215', ''),
('cells_and_area', 'flop-count', '0', ''),
('sta', 'timing.max_slew.rel_slack', '0.772', ''),
('worst_setup_path', 'crit_path_cell_trace', 'clkdlybuf4s50_1, buf_4, xor2_1, ha_1, o21ai_0, o21a_4, o311a_1, o41ai_2, xnor2_1, clkdlybuf4s50_1', ''),
('clock_network', 'post_cts_buffers', '0', ''),
('floorplanning', 'core_region_area', '0.00412', 'mm²'),
('sta', 'report.final.hold_viol_count', '0', ''),
('sta', 'final.setup.worst_slack', '2670', 'ps'),
('logic_synthesis', 'synth.yosys.num_cells', '131', ''),
('sta', 'timing_max_transition_violations_final', '0', ''),
('placement', 'dpl_worst_slack', '2640', 'ps'),
('cells_and_area', 'nClkBuffers', '0', '');
where the power goes:
| part | internal (mW) | switching (mW) |
|---|---|---|
| Sequential | 0 | 0 |
| Combinational | 0.0844 | 0.0492 |
| Clock | 0 | 0 |
| Total | 0.0844 | 0.0492 |
logic make-up after synthesis:
group                      after synthesis
xor gates and xnor gates                48
AOI/OAI and AO/OA                       36
buffers and inverters                   20
adders and majority gates               16
and+or+nand+nor                         11
through the flow:
stage / hold WS [ps] / area (µm²)
after floorplan: 3840 / 1080
after global placement: 4710 / 1540
after detailed placement: 4710 / 1540
after CTS: 4710 / 1540
after global routing: 4760 / 1540
final: 4700 / 1540
cells in the mapped netlist (all sizes together):
cell type / count
nand3: 1
o21ai: 3
o2111ai: 1
nor3: 2
o21bai: 4
o311a: 1
xor2: 23
o21a: 2
a21oi: 8
o211ai: 2
a41o: 1
and4: 1
xnor2: 25
buf: 17
nor2: 2
clkbuf: 1
and3: 1
ha: 16
a21o: 7
a31oi: 2
o41ai: 1
o221ai: 1
nand2: 4
o31ai: 1
a211oi: 2
inv: 2
worst paths after layout:
| check | start | endpoint | slack [ps] | depth (start not counted) |
|---|---|---|---|---|
| min | CBin | result[0] | 4700 | 3 |
| max | r | result[13] | 2670 | 10 |
final cells by class:
type | instances | area (µm²)
tap | 50 | 62.6
inverter | 2 | 7.51
fill | 436 | 2580
multi-input combinational | 111 | 948
timing repair buffer | 52 | 518
metal layers:
layer,up-vias,share of wire,GRT usage
li1,523,-,-
met1,401,0.45,0.0827
met2,27,0.47,0.113
met3,0,0.081,0.0191
met4,0,0,0
met5,-,0,0
layout by cell type, fill, tap and decap left out, types with 4 or more instances in the layout:
cell type	count
sky130_fd_sc_hd__a21o_1	5
sky130_fd_sc_hd__a21oi_1	8
sky130_fd_sc_hd__xnor2_1	25
sky130_fd_sc_hd__xor2_1	23
sky130_fd_sc_hd__nand2_1	4
sky130_fd_sc_hd__ha_1	16
sky130_fd_sc_hd__o21bai_1	4
sky130_fd_sc_hd__clkdlybuf4s50_1	51
No activity file was given, so power comes from the tool's default toggle rates.
